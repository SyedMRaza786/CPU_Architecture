--- /design/flow/design.v ---
module map_table(clock,reset,clear_entries,         
                 inst1_rega_in,
                 inst1_regb_in,
                 inst1_dest_in,
                 inst1_tag_in,
                 inst2_rega_in,
                 inst2_regb_in,
                 inst2_dest_in,
                 inst2_tag_in,
                 cdb1_tag_in,
                 cdb2_tag_in,
                 inst1_retire_tag_in,
                 inst2_retire_tag_in,
                 inst1_taga_out,inst1_tagb_out,
                 inst2_taga_out,inst2_tagb_out  );
   input wire clock;
   input wire reset;
   input wire [31:0] clear_entries;
   input wire [4:0] inst1_rega_in,inst1_regb_in;
   input wire [4:0] inst2_rega_in,inst2_regb_in;
   input wire [4:0] inst1_dest_in;
   input wire [4:0] inst2_dest_in;
   input wire [7:0] inst1_tag_in;
   input wire [7:0] inst2_tag_in;
   input wire [7:0] cdb1_tag_in;
   input wire [7:0] cdb2_tag_in;
   input wire [7:0] inst1_retire_tag_in;
   input wire [7:0] inst2_retire_tag_in;
   output reg [7:0] inst1_taga_out,inst1_tagb_out;
   output reg [7:0] inst2_taga_out,inst2_tagb_out;
   wire [31:0] n_ready_in_rob;
   reg  [7:0]  n_tag_table [31:0];
   reg  [7:0]    tag_table [31:0];
   wire inst1_dest_nonzero;
   wire inst2_dest_nonzero;
   wire inst1_tag_nonnull;
   wire inst2_tag_nonnull;
   wire [31:0] clear_entries_real;
   assign inst1_dest_nonzero = (inst1_dest_in!=5'h1f);
   assign inst2_dest_nonzero = (inst2_dest_in!=5'h1f);
   assign inst1_tag_nonnull = (inst1_tag_in!=8'hFF);
   assign inst2_tag_nonnull = (inst2_tag_in!=8'hFF);
   always @*
   begin
            inst1_taga_out = 8'hFF;
      if (~reset)
      begin
            inst1_taga_out = tag_table[inst1_rega_in];   
         if (clear_entries_real[inst1_rega_in])
            inst1_taga_out = 8'hFF;
      end
            inst1_tagb_out = 8'hFF;
      if (~reset)
      begin
            inst1_tagb_out = tag_table[inst1_regb_in];
         if (clear_entries_real[inst1_regb_in])
            inst1_tagb_out = 8'hFF;
      end
            inst2_taga_out = 8'hFF;
      if (~reset)
      begin
            inst2_taga_out = tag_table[inst2_rega_in];
         if (clear_entries_real[inst2_rega_in])
            inst2_taga_out = 8'hFF;
         if (inst2_rega_in==inst1_dest_in && inst1_dest_nonzero && inst1_tag_nonnull)
            inst2_taga_out = inst1_tag_in;
      end
            inst2_tagb_out = 8'hFF;
      if (~reset)
      begin
            inst2_tagb_out = tag_table[inst2_regb_in];
         if (clear_entries_real[inst2_regb_in])
            inst2_tagb_out = 8'hFF;
         if (inst2_regb_in==inst1_dest_in && inst1_dest_nonzero && inst1_tag_nonnull)   
            inst2_tagb_out = inst1_tag_in;
      end
   end
   genvar i;
   generate
      for (i=0; i<32; i=i+1)
      begin : ASSIGNNTAGTABLEALWAYS
         always @*
         begin
               n_tag_table[i] = {1'b0,n_ready_in_rob[i],tag_table[i][5:0]};
            if (clear_entries_real[i] || tag_table[i]==8'hFF)
               n_tag_table[i] = 8'hFF; 
            if (inst1_dest_in==i && inst1_tag_nonnull)
               n_tag_table[i] = inst1_tag_in;
            if (inst2_dest_in==i && inst2_tag_nonnull)
               n_tag_table[i] = inst2_tag_in;
            if (i==5'h1f)
               n_tag_table[i] = 8'hFF;
         end
      end
   endgenerate
   assign n_ready_in_rob[5'h1f] = 1'b0;
   assign clear_entries_real[5'h1f] = 1'b0;
   genvar i;
   generate
      for (i=0; i<31; i=i+1)
      begin : NTAGTABLEASSIGN
         assign clear_entries_real[i] = ({2'b0,tag_table[i][5:0]}==inst1_retire_tag_in || {2'b0,tag_table[i][5:0]}==inst2_retire_tag_in);
         assign n_ready_in_rob[i] = ( tag_table[i][6] || (cdb1_tag_in==tag_table[i] && cdb1_tag_in!=8'hFF) || (cdb2_tag_in==tag_table[i] && cdb2_tag_in!=8'hFF) );
      end
   endgenerate
   genvar j;
   generate 
      for (j=0; j<32; j=j+1)
      begin : NTAGTABLEALWAYS
         always @(posedge clock)
         begin
            if (reset)
               tag_table[j] <= #1 8'hFF;
            else
               tag_table[j] <= #1 n_tag_table[j];
         end
      end
   endgenerate
endmodule 
--- /design/flow/run.sh ---
#!/bin/bash
# OpenROAD 26Q1-2900-gdf79404cd8, Yosys 0.63+post, stock flow scripts
make -C /OpenROAD-flow-scripts/flow DESIGN_CONFIG=/design/flow/config.mk WORK_HOME=/design/flow/orfs finish
--- /design/flow/config.mk ---
export PLATFORM = sky130hd
export DESIGN_NAME = map_table
export DESIGN_NICKNAME = map_table
export VERILOG_FILES = /design/flow/design.v
export SDC_FILE = /design/flow/constraint.sdc
export NUM_CORES = 4
export LEC_CHECK = 1
export CORE_UTILIZATION = 50
--- /design/flow/constraint.sdc ---
current_design map_table

set clk_period 5.1
set clk_io_pct 0.2

create_clock -name clk0 -period $clk_period [get_ports {clock}]

set non_clock_inputs [all_inputs -no_clocks]
set_input_delay [expr $clk_period * $clk_io_pct] -clock clk0 $non_clock_inputs
set_output_delay [expr $clk_period * $clk_io_pct] -clock clk0 [all_outputs]
==> run notes <==
run metrics: Syn. warnings 3, Top FF cell, synth dfxtp_1, Die Height 247 um, DPL Wire Length 166000 um, Yosys chip area 0.0300 mm^2, total CTS buffers 27, die width 247 um, sequential area share after synthesis 0.166, CTS HTree Levels 1, I/O Pins 144, clk buf depth 3, row cnt 89, Mapped Cells 3964, yosys cell count 3964, TritonCTS Sinks 248, vias in the first global route 42100, Root Buffer clkbuf_16, Seq cells post-synth 248, FFs w/ async S/R, synth 0, Synth Area per Inst 7.56 um^2, fp util 0.507, largest net degree at the start of global routing 80, post-synthesis cell type count 82, GRT Residual Overflow 28, Top-area cell share 0.174, Stopped at global routing (5_1_grt), Buffers on Ports 111, Tot GR Track Use 0.802, Top cells by area xor2_1, dfxtp_1, xnor2_1, status aborted with a tool error, most frequent cells after synthesis xor2_1, nor2_1, dfxtp_1, xnor2_1, clkbuf_1, global-route wire length before repair 336000 um, Mapped Area 0.0300 mm^2, Error [ERROR GRT-0116] Global routing finished with congestion. Check the congestion regions in the DRC Viewer., most common cell in the netlist xor2_1, Post-synth EDFFs 0, Final Wtd Congestion 1.46, Post-CTS Hold Fix Bufs 0, pre-CTS setup slack -0.393 ns, largest area contributor in the netlist xor2_1, dpl cells 4931
[metal layers]
| metal | GRT overflow | track usage |
|---|---|---|
| met1 | 1 | 0.842 |
| met2 | 9 | 0.898 |
| met3 | 7 | 0.720 |
| met4 | 11 | 0.672 |
| met5 | 0 | 0.583 |
[repair_timing]
action                                  CTS
endpoints found under the setup margin   32
buffers inserted                         12
resized                                  93
pin swaps                                46
[cell families after synthesis]
logic type | synth area share
AOI/OAI and AO/OA | 0.304
xor gates and xnor gates | 0.246
buffers and inverters | 0.0851
DFF | 0.166
muxes | 0.0154
and+or+nand+nor | 0.183
[stage by stage]
step | cell area, um^2 | setup TNS (ns)
3_3_place_gp | 34300 | -11.29
2_1_floorplan | 30000 | 0
4_1_cts | 35700 | -0.00413
3_5_place_dp | 34300 | -10.43
